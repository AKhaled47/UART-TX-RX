## flow/config.mk

```make
export PLATFORM = sky130hd
export DESIGN_NAME = UART_top
export DESIGN_NICKNAME = UART_top
export VERILOG_FILES = /design/flow/design.v
export SDC_FILE = /design/flow/constraint.sdc
export NUM_CORES = 4
export LEC_CHECK = 1
export CORE_UTILIZATION = 50
```

## flow/constraint.sdc

```tcl
current_design UART_top

set clk_period 6.3
set clk_io_pct 0.2

create_clock -name clk0 -period $clk_period [get_ports {clk}]

set non_clock_inputs [all_inputs -no_clocks]
set_input_delay [expr $clk_period * $clk_io_pct] -clock clk0 $non_clock_inputs
set_output_delay [expr $clk_period * $clk_io_pct] -clock clk0 [all_outputs]
```

## flow/design.v

```verilog
module UART_RX(rx,tick,clk,rst,dout,rx_done);
input rx,tick,rst,clk;
output reg rx_done;
output [7:0] dout;
reg [3:0] s_next,s_reg;
reg [2:0] n_bits_next,n_bits_reg;
reg [7:0] bits_next,bits_reg;
parameter [1:0] IDLE =2'b00, START = 2'b01, DATA =2'b10, STOP = 2'b11;
reg [1:0] state,next_state;
always @(*) begin
    s_next=s_reg;
    bits_next=bits_reg;
    n_bits_next=n_bits_reg;
    next_state=state;
    rx_done=1'b0;
case(state)
IDLE: 
    if(rx==1'b0) begin
    next_state=START;
    s_next=0;
    end
START:
    if(tick)
    begin
        if(s_reg==7) begin
        s_next=0;
        n_bits_next=0;
        next_state=DATA;
        end
    else
    s_next=s_reg+1;
    end
DATA:
if(tick) begin
    if(s_reg==15)
        begin
            s_next=0;
            bits_next={rx,bits_reg[7:1]};
            if(n_bits_reg==7)
            begin
                s_next=0;
                next_state=STOP;
            end
            else
            n_bits_next=n_bits_reg+1;
        end
    else
        s_next=s_reg+1;
        end
STOP:
   if(tick)
    begin
        if(s_reg==7)
        begin
        next_state=IDLE;
        rx_done=1'b1;
        end
    else
    s_next=s_reg+1;
    end
endcase
end
always@(posedge clk , negedge rst) begin
if(rst==1'b0)
begin
    s_reg<=0;
    n_bits_reg<=0;
    state<=IDLE;
    bits_reg<=0;
end
else
begin
    s_reg<=s_next;
    n_bits_reg<=n_bits_next;
    state<=next_state;
    bits_reg<=bits_next;
end
end
assign dout = bits_reg;
endmodule
module UART_TX(tick,clk,rst_n,tx_start,tx_done,d_in,tx_out);
input tick,clk,rst_n,tx_start;
input [7:0] d_in;
output reg tx_done;
output tx_out;
reg [3:0] s_tick_reg,s_tick_next;
reg [2:0] n_bits_reg,n_bits_next;
reg [7:0] bits_reg,bits_next;
reg bit_out_reg,bit_out_next;
parameter [1:0] IDLE =2'b00, START=2'b01,DATA =2'b10, STOP=2'b11;  
reg [1:0] state,next_state;
always @(posedge clk,negedge rst_n) begin
if(!rst_n)
begin
    state<= IDLE;
    s_tick_reg<=0;
    n_bits_reg<=0;
    bits_reg<=0;
    bit_out_reg<=1'b1;
end    
else
begin
    state<= next_state;
    s_tick_reg<=s_tick_next;
    n_bits_reg<=n_bits_next;
    bits_reg<=bits_next;
    bit_out_reg<=bit_out_next;
end
end
assign tx_out=bit_out_reg;
always@(*) begin
next_state=state;
s_tick_next=s_tick_reg;
bits_next=bits_reg;
n_bits_next=n_bits_reg;
bit_out_next=bit_out_reg;
tx_done=1'b0;
case(state)
IDLE:begin
    if(tx_start)
    begin
        next_state=START;
        s_tick_next=0;
        bits_next=d_in;
    end
    else
        next_state=IDLE;
end
START: begin
    bit_out_next=1'b0;
    if(tick)
    begin
        if(s_tick_reg==15)
        begin
            next_state=DATA;
            s_tick_next=0;
            n_bits_next=0;
        end
        else
        s_tick_next=s_tick_reg+1;
    end
end
DATA: begin
    bit_out_next=bits_reg[0];
    if(tick) begin
        if(s_tick_reg==15) begin
            bits_next= bits_reg >> 1;
            s_tick_next=0;
            if(n_bits_reg==7) begin
                next_state=STOP;
                s_tick_next=0;
            end
            else
            n_bits_next=n_bits_reg+1;
        end
        else
        s_tick_next=s_tick_reg+1;
    end
end
STOP: begin
     bit_out_next=1'b1;
     if(tick)
    begin
        if(s_tick_reg==15)
        begin
        next_state=IDLE;
        tx_done=1'b1;
        end
    else
    s_tick_next=s_tick_reg+1;
    end
end
endcase
end
endmodule
module UART_top(
input clk,rst_n,tx_start,
input [10:0] dvsr,
input [7:0] d_in,
output rx_done,
output [7:0] dout
);
wire tx_done,tx_out;
UART_top_TX u1 (clk,rst_n,tx_start,dvsr,d_in,tx_done,tx_out);
UART_top_RX U2 (clk,rst_n,tx_out,dvsr,rx_done,dout);
endmodule
module UART_top_RX (clk,rst_n,rx,dvsr,rx_done,dout);
input clk,rst_n,rx;
input [10:0] dvsr;
output rx_done;
output [7:0] dout;
wire tick;
baud_gen U1 (clk,rst_n,dvsr,tick);
UART_RX  U2 (rx,tick,clk,rst_n,dout,rx_done);
endmodule
module UART_top_TX (clk,rst_n,tx_start,dvsr,d_in,tx_done,tx_out);
input clk,rst_n,tx_start;
input [10:0] dvsr;
input [7:0] d_in;
output tx_done;
output tx_out;
wire tick;
baud_gen U1 (clk,rst_n,dvsr,tick);
UART_TX  U2 (tick,clk,rst_n,tx_start,tx_done,d_in,tx_out);
endmodule
module baud_gen(clk,rst_n,dvsr,tick);
input clk,rst_n;
input [10:0] dvsr;
output tick;
wire [10:0] reg_d;
reg [10:0] reg_q;
always @(posedge clk,negedge rst_n) begin
    if(!rst_n)
    reg_q<={10{1'b0}};
    else
    reg_q<=reg_d;
end
assign reg_d = (reg_q==dvsr)? 0:reg_q+1;
assign tick =(reg_q==dvsr);
endmodule
```

## flow/run.sh

```bash
#!/bin/bash
# OpenROAD 26Q1-2900-gdf79404cd8, Yosys 0.63+post, stock flow scripts
make -C /OpenROAD-flow-scripts/flow DESIGN_CONFIG=/design/flow/config.mk WORK_HOME=/design/flow/orfs finish
```

==> impl_metrics.csv <==
group,metric,value,unit
layout,stdcell_count,445,
die,core_area,0.00639,sq mm
routing,ant_nets,0,
critical_path,r2r_end,"U2.U2.bits_reg[5]",
routing,drt_first_pass_iters,4,
routing,vias,2502,
critical_path,path_common_cell,"clkdlybuf4s50_1",
die,die_height,83.7,microns
die,io_pins,31,
synthesis,synth-seq-cells,61,
layout,drive_gt1_share,10.6,%
final_timing,setup_viol,0,
global_routing,antenna_found_initial,0,
clock_network,cts_hold_buf,0,
routing,first_iter_violations,92,
final_timing,period_needed,4.40,ns
die,rows,29,
critical_path,worstPathArrival,3.14,ns
final_timing,finClkSkew,0.00901,ns
synthesis,syn-cell-area,0.00334,sq mm
global_routing,grt_pass1_vias,2496,
critical_path,start_kind,"primary input",
clock_network,clk_path_buf_depth,2,
critical_path,critical-path-max-stage-delay,0.47,ns
critical_path,crit_type,"primary input to output pin",
critical_path,cp-end-kind,"output pin",
layout,areaGrowthSynthToFinish,17.2,%
clock_network,cts.repair.resized,0,
global_routing,grt_usage,20.4,%
layout,seqCellArea,0.00153,sq mm
synthesis,synth.distinct_cells,49,
critical_path,crit_required,5.04,ns
layout,reg_top3,"U2.U1.reg_q: 11 flops, u1.U1.reg_q: 11 flops",
routing,drc_errors,0,
global_routing,grt_pass1_wl,11400,microns
clock_network,h-tree-depth,3,
critical_path,cp_slowest_cell,"clkdlybuf4s50_1",
critical_path,reg2reg_depth,6,
placement,place_ws,1.93,ns
final_timing,setup_slack,1.90,ns
routing,wirelength,6340,microns
layout,comb_area,0.00170,sq mm
layout,fill_cells,531,
placement,dp.cells,429,
clock_network,post-cts-setup-buffer-count,0,
final_timing,rsz0062_at_grt,"false",
critical_path,r2r_setup_slack,3.84,ns
routing,diodes,0,
synthesis,synthArstFlopShare,100,%
clock_network,clock.latency.late_pin,0.33,ns
final_timing,timing.fmax,227,MHz
worst_hold_path,hold_end,"U2.U2.bits_reg[0]",
synthesis,ys.flop_type,"dfrtp_1",
placement,gp_congestion,0.874,
placement,io_buffer_count,30,
flow_run,max_cap_violations,0,
synthesis,ys_cells,332,
power_and_ir_drop,leakagePower,1.64,nW
placement,hpwl,4480,microns
critical_path,cp_max_fo,4,
routing,wire_per_inst,14.3,microns
critical_path,r2r_start,"U2.U1.reg_q[2]",
power_and_ir_drop,pwr_density_cell,274,mW/mm^2
global_routing,grt_max_degree,32,
clock_network,clock-sinks,61,
final_timing,fin_setup_tns,0,ns
final_timing,period_used_share,69.8,%
synthesis,syn-instance-count,332,
synthesis,synth-edff-count,0,
flow_run,warnings,26,
final_timing,max_slew_margin,39.1,%
die,die_x,83.7,microns
final_timing,tightestPinTransition,0.906,ns
run_status,status,"complete, no violations",
worst_hold_path,worstHoldPathCells,1,
power_and_ir_drop,peakVddDrop,0.209,mV
die,dieArea,0.00700,sq mm
global_routing,grt_overflow,0,
worst_hold_path,hp-start,"U2.U2.bits_reg[0]",
clock_network,cts_buffers,9,
synthesis,avgSynthCellArea,10.0,sq um
worst_hold_path,hold_path_class,"flop to flop",
synthesis,postSynthSeqShare,45.9,%
clock_network,root_buffer,"clkbuf_8",
critical_path,crit_chain,"clkdlybuf4s50_1 > xor2_1 > nor4_2 > nand3_1 > nor2_1 > clkdlybuf4s50_1",
clock_network,clk_pin_slew_worst_paths,0.06,ns
synthesis,yosysChipArea,0.00334,sq mm
final_timing,maxSlewViolCount,0,
die,initCoreUtil,52.2,%
routing,viasPerCell,5.62,
final_timing,hold_viol,0,
clock_network,cts_tree,"yes",
synthesis,ys_warn_count,3,
==> report_power, final <==
part           leakage (nW)  switching, W  internal (W)
combinational         0.761     0.0000822     0.0000938
clock                 0.116      0.000146      0.000243
sequential            0.765     0.0000660      0.000439
total                  1.64      0.000295      0.000776
==> worst max-delay path, delay by kind of cell <==
kind / cells / cell delay, ns
buffers and inverters: 2 / 0.94
and+or+nand+nor: 3 / 0.75
xor gates and xnor gates: 1 / 0.20
==> worst max-delay path by stage <==
stage,cells past startpoint,endpoint,startpoint
after global routing,6,rx_done,dvsr[6]
final,6,rx_done,dvsr[6]
after CTS,6,rx_done,dvsr[6]
==> metal layers <==
metal	global-route usage, %	vias up	part of all wire, %
met5	0	-	0
met4	2.62	0	1.4
met3	2.31	8	2.5
met2	32.4	34	46
met1	32.8	1206	50
li1	-	1254	-
==> cell usage after synthesis (10+ instances only) <==
cell type / number / share of area, %
nor3_1: 11 / 1.7
xnor2_1: 23 / 6.0
nor2_1: 30 / 3.4
nand3_1: 20 / 3.0
nand2_1: 23 / 2.6
xor2_1: 17 / 4.5
inv_1: 10 / 1.1
mux2_2: 11 / 3.7
dfrtp_1: 58 / 44
nor2b_1: 11 / 2.1
==> area by class of cell <==
class	instances	area share (%)
repair buffers	34	8.32
multi-input cells	247	43.4
clock buffers	12	3.97
well taps	77	2.46
inverters	10	0.960
clock inverters	4	1.79
flip-flops and latches	61	39.1
==> cell usage in the layout, fill, tap and decap left out, types with 3 or more instances in the layout <==
cell	instances
dfrtp_1	58
nor2_1	30
clkdlybuf4s50_1	29
nand2_1	23
xnor2_1	23
nand3_1	20
xor2_1	17
nor3_1	11
nor2b_1	11
mux2_2	11
clkbuf_8	11
inv_1	10
a31oi_1	8
a211oi_1	8
ha_1	8
nand4_1	7
o21ai_0	7
o22ai_1	7
and3_1	6
o211ai_1	6
nor3b_1	6
a2bb2oi_1	4
buf_4	4
dfstp_2	3
and2_1	3
a22o_1	3
==> cell families (layout without fill, tap and decap cells) <==
| logic type | Yosys count | in the layout | synth area share (%) |
|---|---|---|---|
| xor gates and xnor gates | 40 | 40 | 10.5 |
| adders and majority gates | 8 | 8 | 3.00 |
| AOI/OAI and AO/OA | 56 | 56 | 12.6 |
| and+or+nand+nor | 131 | 131 | 20.7 |
| muxes | 12 | 12 | 4.01 |
| DFF | 61 | 61 | 45.9 |
| buffers and inverters | 24 | 60 | 3.30 |
==> metrics by stage <==
step	total power, W	util [%]	instance area [sq um]	hold slack [ns]
after floorplan	0.000629	-	3340	0.454
after global placement	0.000688	57.7	3680	0.489
after detailed placement	0.000689	57.7	3680	0.502
after CTS	0.00108	61.2	3910	0.513
after global routing	0.00113	61.2	3910	0.539
final	0.00107	61.2	3910	0.510
Power and IR drop assume default switching activity.
